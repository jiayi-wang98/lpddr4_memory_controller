## config.mk

```make
export PLATFORM = sky130hd
export DESIGN_NAME = ddr_dp_dbi
export DESIGN_NICKNAME = ddr_dp_dbi
export VERILOG_FILES = /design/flow/design.v
export SDC_FILE = /design/flow/constraint.sdc
export NUM_CORES = 4
export LEC_CHECK = 1
export CORE_UTILIZATION = 30
```

## constraint.sdc

```tcl
current_design ddr_dp_dbi

set clk_period 1.4
set clk_io_pct 0.2

create_clock -name clk0 -period $clk_period [get_ports {i_clk}]

set non_clock_inputs [all_inputs -no_clocks]
set_input_delay [expr $clk_period * $clk_io_pct] -clock clk0 $non_clock_inputs
set_output_delay [expr $clk_period * $clk_io_pct] -clock clk0 [all_outputs]
```

## design.v

```verilog
module ddr_pipeline #(
   parameter DWIDTH          = 8
) (
   input  logic              i_clk,
   input  logic [DWIDTH-1:0] i_pipe_en,
   input  logic [DWIDTH-1:0] i_d,
   output logic [DWIDTH-1:0] o_q
);
   logic [DWIDTH-1:0] q;
   always_ff @(posedge i_clk) begin
    q<=i_d;
   end
   assign o_q=i_pipe_en?q:i_d;
endmodule
module ddr_dp_dbi #(
   parameter       WIDTH  = 8,               
   parameter       NUM_PH = 8,               
   parameter [0:0] EGRESS = 1'b0,            
   parameter       DWIDTH = NUM_PH * WIDTH   
) (
   input  logic                    i_clk,
   input  logic                    i_rst,
   input  logic                    i_dbi_en,
   input  logic                    i_dbi_ones,
   input  logic                    i_dbi_pipe_en,
   input  logic [WIDTH-1:0]        i_dbi_mask,
   input  logic [DWIDTH-1:0]       i_sdr,
   output logic [DWIDTH-1:0]       o_sdr,
   input  logic [NUM_PH-1:0]       i_sdr_dbi,
   output logic [NUM_PH-1:0]       o_sdr_dbi
);
   genvar i;
   generate
      for (i=0; i<NUM_PH; i++) begin : DBI
         ddr_dbi #(
            .DWIDTH           (WIDTH),
            .EGRESS           (EGRESS)
         ) u_dbi (
            .i_clk            (i_clk),
            .i_rst            (i_rst),
            .i_dbi_en         (i_dbi_en),
            .i_dbi_ones       (i_dbi_ones),
            .i_dbi_mask       (i_dbi_mask),
            .i_dbi_pipe_en    (i_dbi_pipe_en),
            .i_dbi            (i_sdr_dbi[i]),
            .i_bus            (i_sdr[i*WIDTH+:WIDTH]),
            .o_dbi            (o_sdr_dbi[i]),
            .o_bus            (o_sdr[i*WIDTH+:WIDTH])
         );
      end
   endgenerate
endmodule
module ddr_dbi #(
   parameter       DWIDTH = 8,    
   parameter [0:0] EGRESS = 1'b1   
) (
   input  logic              i_clk,
   input  logic              i_rst,
   input  logic              i_dbi_en,
   input  logic              i_dbi_ones,
   input  logic              i_dbi_pipe_en,
   input  logic [DWIDTH-1:0] i_dbi_mask,
   input  logic              i_dbi,
   input  logic [DWIDTH-1:0] i_bus,
   output logic              o_dbi,
   output logic [DWIDTH-1:0] o_bus
);
   localparam AWIDTH = $clog2(DWIDTH) + 'd1;
   logic [AWIDTH-1:0] count, count_msk;
   logic [DWIDTH-1:0] bus, bus_d, bus_q, bus_mask;
   logic dbi_d, dbi_q;
   assign bus_mask = ~i_dbi_mask;
   assign bus = bus_mask & (i_dbi_ones ? i_bus : ~i_bus);
   integer i;
   always_comb begin
      count = 0;                                
      for(i=0; i<DWIDTH; i++)                   
         count = count + bus[i];                
   end
   integer j;
   always_comb begin
      count_msk = 0;                            
      for(j=0; j<DWIDTH; j++) begin             
         count_msk = count_msk + bus_mask[j];   
      end
   end
   assign dbi_d = i_dbi_en & (EGRESS ? count > (count_msk>>1) : i_dbi);
   assign bus_d = ({DWIDTH{dbi_d}} & bus_mask) ^ i_bus;
   always_ff @(posedge i_clk, posedge i_rst) begin
      if (i_rst) begin
         bus_q <= '0;
         dbi_q <= '0;
      end else begin
         bus_q <= bus_d;
         dbi_q <= dbi_d;
      end
   end
   assign o_bus = i_dbi_pipe_en ? bus_q : bus_d;
   assign o_dbi = 1'b0 ? dbi_q : dbi_d;
endmodule
module ddr_cgc_rl (
   input  logic i_cgc_en,
   input  logic i_clk_en,
   input  logic i_clk,
   output logic o_clk
);
   logic clk_en, inv_clk, clk_test_en;
   assign clk_test_en=i_clk_en | i_cgc_en;
   assign inv_clk=~i_clk;
   always_latch begin
    if(inv_clk) clk_en=clk_test_en;
   end
   assign o_clk=i_clk&clk_en;
endmodule
module ddr_demet_r #(
   parameter DWIDTH = 1
) (
   input  logic              i_clk,
   input  logic              i_rst,
   input  logic [DWIDTH-1:0] i_d,
   output logic [DWIDTH-1:0] o_q
);
   logic [DWIDTH-1:0] q0;
   always_ff@(posedge i_clk) begin 
      if(i_rst) begin 
         q0<='d0;
         o_q<='d0;
      end else begin
         q0<=i_d;
         o_q<=q0;
      end
   end
endmodule
module ddr_fifo #(
   parameter       WWIDTH    = 32,
   parameter       RWIDTH    = 32,
   parameter       BWIDTH    = 8,
   parameter       DEPTH     = 8,
   parameter [0:0] SYNC      = 1'b0,
   parameter [0:0] RAM_MODEL = 1'b0,
   parameter       AWIDTH    = $clog2(DEPTH)
) (
   input   logic                i_clr,
   input   logic                i_loop_mode,
   input   logic                i_load_ptr,
   input   logic [AWIDTH-1:0]   i_stop_ptr,
   input   logic [AWIDTH-1:0]   i_start_ptr,
   input   logic                i_wclk,
   input   logic                i_wrst,
   input   logic                i_write,
   input   logic [WWIDTH-1:0]   i_wdata,
   output  logic                o_full,
   output  logic                o_early_full,
   input   logic                i_rclk,
   input   logic                i_rrst,
   input   logic                i_read,
   output  logic [RWIDTH-1:0]   o_rdata,
   output  logic                o_early_empty_n,
   output  logic                o_empty_n
);
   logic [  AWIDTH:0] rbin_d , wbin_d;
   logic [  AWIDTH:0] rbin_q , wbin_q;
   logic [  AWIDTH:0] rgray_d, wgray_d;
   logic [  AWIDTH:0] wbin_next_d ;
   logic [  AWIDTH:0] wgray_next_d ;
   logic [  AWIDTH:0] rgray_q, wgray_q;
   logic [  AWIDTH:0] rbin_next_d ;
   logic [  AWIDTH:0] rgray_next_q, rgray_next_d;
   logic [  AWIDTH:0] rgray_sync, wgray_sync;
   logic [AWIDTH-1:0] raddr, waddr;
   logic rclk_g;
   assign rclk_g=i_rclk;
   logic rrst, rrst_scan;
   logic wrst, wrst_scan;
   assign rrst = i_rrst | i_clr;
   assign wrst = i_wrst | i_clr;
   assign rrst_scan=rrst;
   assign wrst_scan=wrst;
   logic [RWIDTH-1:0] mem [DEPTH-1:0];
   always_ff @(posedge i_wclk)
      if (i_write)
         mem[waddr] <= i_wdata;
   assign o_rdata = mem[raddr];
   logic  max_loop_wptr;
   assign max_loop_wptr = i_loop_mode && (wbin_q == i_stop_ptr) ;
   assign wbin_d       = i_load_ptr ? i_start_ptr :
                         i_write && max_loop_wptr ? i_start_ptr :
                         i_write ?  wbin_q + 'b1 : wbin_q;
   assign wgray_d      = (wbin_d >> 1) ^ wbin_d;
   assign wbin_next_d  = wbin_d + 'b1 ;
   assign wgray_next_d = (wbin_next_d >> 1) ^ wbin_next_d;
   always_ff @(posedge i_wclk, posedge wrst_scan) begin
      if (wrst_scan) begin
         wbin_q       <= '0;
         wgray_q      <= '0;
      end else begin
         if (i_write || i_load_ptr ) begin
            wbin_q    <= wbin_d;
            wgray_q   <= wgray_d;
         end
      end
   end
   assign o_early_full = wgray_next_d == {~rgray_sync[AWIDTH:AWIDTH-1],rgray_sync[AWIDTH-2:0]};
   assign o_full       = wgray_d == {~rgray_sync[AWIDTH:AWIDTH-1],rgray_sync[AWIDTH-2:0]};
   assign waddr        = wbin_q[AWIDTH-1:0];
   logic  max_loop_rptr;
   assign max_loop_rptr = i_loop_mode && (rbin_q == i_stop_ptr) ;
   assign rbin_d       = i_load_ptr ? i_start_ptr :
                         i_read && max_loop_rptr ? i_start_ptr :
                         i_read ?  rbin_q + 'b1 : rbin_q;
   assign rgray_d = (rbin_d >> 1) ^ rbin_d;
   assign rbin_next_d  = rbin_d + 'b1 ;
   assign rgray_next_d = (rbin_next_d >> 1) ^ rbin_next_d;
   always_ff @(posedge rclk_g, posedge rrst_scan) begin
      if (rrst_scan) begin
         rbin_q       <= '0;
         rgray_q      <= '0;
         rgray_next_q <= '0;
      end else begin
         if (i_read) begin
            rbin_q       <= rbin_d;
            rgray_q      <= rgray_d;
            rgray_next_q <= rgray_next_d;
         end
      end
   end
   assign o_early_empty_n = (rgray_next_q != wgray_sync) & o_empty_n ;
   assign o_empty_n       = rgray_q != wgray_sync;
   assign raddr           = rbin_q[AWIDTH-1:0];
   generate
     if (SYNC) begin : WR_SYNC
         assign wgray_sync = wgray_q;
     end else begin : WR_ASYNC
         ddr_demet_r wsync [AWIDTH+1] (
            .i_clk   (i_rclk),
            .i_rst   (rrst_scan),
            .i_d     (wgray_q),
            .o_q     (wgray_sync)
         );
     end
   endgenerate
   generate
     if (SYNC) begin : RD_SYNC
         assign rgray_sync = rgray_q;
     end else begin : RD_ASYNC
         ddr_demet_r rsync [AWIDTH+1] (
            .i_clk   (i_wclk),
            .i_rst   (wrst_scan),
            .i_d     (rgray_q),
            .o_q     (rgray_sync)
         );
     end
   endgenerate
endmodule
module ddr_dp_wop2pow #(
   parameter WIDTH  = 1,              
   parameter NUM_PH = 4,              
   parameter DWIDTH = WIDTH * NUM_PH
) (
   input  logic [DWIDTH-1:0] i_d,
   output logic [DWIDTH-1:0] o_d
);
   integer i,j;
   always_comb
      for (j=0; j<NUM_PH; j++)
         for (i=0; i<WIDTH; i++)
            o_d[(j*WIDTH)+i] = i_d[(i*NUM_PH)+j];
endmodule
module ddr_dp_pow2wop #(
   parameter WIDTH  = 1,              
   parameter NUM_PH = 4,              
   parameter DWIDTH = WIDTH * NUM_PH
) (
   input  logic [DWIDTH-1:0] i_d,
   output logic [DWIDTH-1:0] o_d
);
   integer i,j;
   always_comb
      for (i=0; i<WIDTH; i++)
         for (j=0; j<NUM_PH; j++)
            o_d[(i*NUM_PH)+j] = i_d[(j*WIDTH)+i];
endmodule
module ddr_pulse_extender # (
   parameter  WIDTH         = 4
) (
   input  logic             i_d,
   input  logic             i_clk,
   input  logic             i_rst,
   input  logic [WIDTH-1:0] i_num_pulses,
   output logic             o_d
);
   logic [WIDTH-1:0] cnt_q;
   logic d_q;
   logic d_asserted ;
   always_ff @ (posedge i_clk, posedge i_rst)
   begin
      if(i_rst)
         cnt_q <= '0;
      else if (i_d)
         cnt_q <= i_num_pulses;
      else if (~i_d && cnt_q != '0)
         cnt_q <= cnt_q - 1'b1;
   end
   always_ff @ (posedge i_clk, posedge i_rst)
   begin
      if(i_rst)
        d_q <= '0;
      else if (i_d || (~i_d && cnt_q == '0))
        d_q <= i_d;
   end
   assign d_asserted = i_d & ~d_q ;
   assign o_d = i_d | d_q ;
endmodule
```

## run.sh

```bash
#!/bin/bash
# OpenROAD 26Q1-2900-gdf79404cd8, Yosys 0.63+post, stock flow scripts
make -C /OpenROAD-flow-scripts/flow DESIGN_CONFIG=/design/flow/config.mk WORK_HOME=/design/flow/orfs finish
```

==> run summary <==
Minimum clock period - 1.66 ns
CP startpoint kind - primary input
Global-route wire length before repair - 18900 microns
Log Warnings - 28
CTS Sinks - 64
Pwr dens - 904 mW/mm^2
Core Util at FP - 31.4%
Largest stage delay, worst path - 0.27 ns
Ant. Diodes - 0
Net Switching - 1.41 mW
Hold Fails Final Rpt - 0
Top cell by count, worst path - buf_6
DRT antenna net count - 0
CP required - 1.12 ns
Clk pwr share - 38.3%
Max cap viols - 0
DRC violations left - 0
Register with the most flip-flops - DBI.u_dbi.bus_q
Vias in the first global route - 3370
Slew Viols, Final - 0
First-pass iteration count of the detailed router - 22
Tightest Pin Transition - 0.211 ns
Layout area overhead - 87.2%
Yosys stat chip area - 0.00364 sq mm
Max_slew headroom - 85.8%
Leak - 3.26 nW
Die Wd - 112 microns
Failing checks - negative setup slack
# Cells Yosys - 297
Post-synth seq share - 43.9%
Net Sw Frac - 22.8%
Unrepaired setup endpoints after global routing - true
Number of buffers added on ports - 155
Post-Synthesis Cells - 297
GRT Resource Usage Total - 20.3%
CP Buf/Inv Count - 5
CTS tree - done
Initial antenna violation count - 0
Setup crit end - o_sdr[33]
#FFs+latches synth - 64
Worst Setup SP - i_dbi_mask[1]
Top Layout Cells - dfrtp_1 (64), nand3b_1 (64), mux2_4 (64)
DP Wirelength - 7620 microns
Wire per inst - 17.6 microns
Seq pwr share - 33.4%
Crit Path Class - primary input to output port
I/O pin total - 157
Setup total negative slack - -10.22 ns
Synthesized area per cell - 12.3 sq um
Core region area - 0.0116 sq mm
Stages on worst setup path - 8
Maximum number of pins on one net before global-route repair - 33
Post-route setup slack - -0.263 ns
TritonCTS Buffers - 9
Root buf cell - clkbuf_16
Status - finished, violations left
Largest regs - DBI.u_dbi.bus_q (64)
Synth unique cells - 13
Fmax - 0.601 GHz
CP arrival - 1.38 ns
Internal power - 4.76 mW
Vias/cell - 4.59
Crit. End Element - output port
CTS hold repair buffers - 0
Post-route clock period utilization - 119%
Number of synthesis warnings - 1
Worst-path clk slew - 0.05 ns
Max reg flops - 64
Via count - 3161
Overflow after GRT - 0
Crit-path cells - buf_8 -> buf_6 -> buf_6 -> buf_6 -> nand3b_1 -> xnor2_1 -> mux2_4 -> buf_6
Placement row count - 39
Fraction of layout cells with a size suffix above 1 - 52.5%
VDD IR-drop max - 0.000565 V
Tot Pwr - 6.17 mW
Slowest CP cell - mux2_4
Cell area after layout - 0.00682 sq mm
Drt initial violations - 119
Placed cell area - 0.00552 sq mm
GP Congestion - 0.769
Hold crit path type - primary input to flip-flop
CP delay by family, top - buffers and inverters
Fin Hold WS - 0.262 ns
Combinational fraction of design power - 28.3%
Post-Syn Area - 0.00364 sq mm
Fill cell count - 941
H-Tree Depth - 3
Final setup vio count - 67
Die ar. - 0.0126 sq mm
CP Max Fanout - 3
Clock Tree Buf Depth - 2
Post-Route WL - 12100 microns
Die height - 112 microns
## what timing repair did
| item | 4_1_cts | 5_1_grt |
|---|---|---|
| cloned | 9 | 0 |
| endpoints found under the setup margin | 72 | 67 |
| setup buffers | 56 | 17 |
| endpoints found under the hold margin | 0 | 0 |
| gates resized | 477 | 28 |
| pin swaps | 73 | 54 |
## power by group through the flow
stage | sequential, mW | combinational [mW] | clock (mW)
4_1_cts | 2.06 | 1.69 | 2.43
6_report | 2.06 | 1.75 | 2.36
5_1_grt | 2.08 | 1.87 | 2.50
## cell type report
type | instances | area [sq um] | area share [%]
Sequential cell | 64 | 1600 | 23.5
Timing Repair Buffer | 263 | 2560 | 37.5
Clock inverter | 2 | 35.0 | 0.513
Clock buffer | 14 | 284 | 4.16
Multi-Input combinational cell | 200 | 2150 | 31.6
Tap cell | 143 | 179 | 2.62
Inverter | 2 | 11.3 | 0.165
## synth_stat cells
master    number  area share [%]
clkbuf_2       1            0.14
nand3b_1      64              13
buf_6          7             2.2
clkbuf_8       1            0.38
dfrtp_1       64              44
xnor2_1       64              15
and2_1         7             1.2
nand2_1        1            0.10
buf_2         13             1.8
inv_1          2            0.21
mux2_2        64              20
clkbuf_1       1            0.10
buf_4          8             1.6
## per-layer routing
layer	wire length [microns]	GRT usage, %
met5	0	0
met2	5590	31.6
met4	148	1.51
met1	5570	31.4
met3	824	4.29
## how the worst min path moves through the flow
stage     depth (start not counted)               endpoint  slack, ns          from
4_1_cts                           2  DBI[7].u_dbi.bus_q[6]       0.27     i_sdr[62]
5_1_grt                           3  DBI[6].u_dbi.bus_q[7]       0.27  i_sdr_dbi[6]
6_report                          3  DBI[6].u_dbi.bus_q[7]       0.26  i_sdr_dbi[6]
## worst min-delay path: stages
cell and delay (ns):
buf_6 0.09, nand3b_1 0.08, xnor2_1 0.08
## metrics by stage
stage,worst slack [ns],utilization [%],cells
after floorplan,0.114,-,297
after global placement,-0.894,47.5,597
after detailed placement,-0.890,47.5,597
after CTS,-0.331,57.4,678
after global routing,-0.297,58.7,688
final,-0.263,58.7,688
## cell families (layout without fill, tap and decap cells)
logic type | Yosys count | count (layout) | synth area share, %
XOR/XNOR | 64 | 64 | 15.4
multiplexers | 64 | 64 | 19.8
buffers and inverters | 33 | 281 | 6.42
flip-flops | 64 | 64 | 43.9
AND/OR/NAND/NOR | 72 | 72 | 14.5
No activity file was given, so power comes from the tool's default toggle rates.
